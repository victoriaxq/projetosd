## flow/constraint.sdc

```tcl
current_design decodificador

set clk_period 1.5
set clk_io_pct 0.2

create_clock -name clk0 -period $clk_period

set non_clock_inputs [all_inputs -no_clocks]
set_input_delay [expr $clk_period * $clk_io_pct] -clock clk0 $non_clock_inputs
set_output_delay [expr $clk_period * $clk_io_pct] -clock clk0 [all_outputs]
```

## flow/run.sh

```bash
#!/bin/bash
# OpenROAD 26Q1-2900-gdf79404cd8, Yosys 0.63+post, stock flow scripts
make -C /OpenROAD-flow-scripts/flow DESIGN_CONFIG=/design/flow/config.mk WORK_HOME=/design/flow/orfs finish
```

## flow/config.mk

```make
export PLATFORM = sky130hd
export DESIGN_NAME = decodificador
export DESIGN_NICKNAME = decodificador
export VERILOG_FILES = /design/flow/design.v
export SDC_FILE = /design/flow/constraint.sdc
export NUM_CORES = 4
export LEC_CHECK = 1
export CORE_AREA = 10 10 70 70
export DIE_AREA = 0 0 80 80
```

## flow/design.v

```verilog
module decodificador(number, display);
input [6:0] number;
output reg [0:6] display;
always @ (number) begin
	case (number) 
		1: display <= 7'b1001111;
		2: display <= 7'b0010010;
		3: display <= 7'b0000110;
		4: display <= 7'b1001100;
		5: display <= 7'b0100100;
		6: display <= 7'b0100000;
		7: display <= 7'b0001101;
		8: display <= 7'b0000000;
		9: display <= 7'b0000100;
        10: display <= 7'b0000001;
		11: display <= 7'b1111110;
		default display <= 7'b0000001;
	endcase
end 
endmodule 
```

==> impl_metrics.json <==
{
  "run_status": "complete, no violations",
  "gp_congestion": 0.7080,
  "yosysSeqAreaShare": 0,
  "timing.final.hold_violations": 0,
  "clock_buffer_count": 0,
  "post_route_cells_drive_above_1_share": 0.6604,
  "dp_slack_ns": -0.7652,
  "fp-row-count": 21,
  "grt_first_pass_wirelength_mm": 1.276,
  "warning_count": 38,
  "grt_start_max_net_pins": 10,
  "power.leakage_nw": 0.2291,
  "placeableCoreArea_um2": 3416,
  "timing.final.crit_share": 0.9934,
  "worstMarginPinSlew_ns": 0.1780,
  "syn_area_um2": 215.2,
  "endpoint_kind": "output pin",
  "layout-area-overhead-vs-synth_pct": 137.2,
  "criticalPathCategory": "in -> out",
  "synth.cellmix.adderShare": 0.2907,
  "boundaryPins": 14,
  "worstPathRequired_ns": 1.20,
  "io_buffers": 14,
  "setup_tns_ns": 0,
  "antennaDiodeCount": 0,
  "wirelength_um": 792,
  "drtAntennaViolNets": 0,
  "synth_simple_gate_area_share": 0.2558,
  "crit_path_cell_chain": "buf_6 -> buf_6 -> ha_4 -> nor2b_4 -> o21ai_2 -> buf_6 -> a21oi_2 -> buf_2",
  "netlist_logic_family_top": "adder cells",
  "number_of_warnings_issued_by_yosys": 1,
  "arrival_time_at_the_worst_endpoint_ns": 1.19,
  "fp_util": 0.06300,
  "timing.final.ws_setup_ns": 0.009931,
  "ys_sh_xor": 0,
  "track_usage": 0.02287,
  "average_wire_length_per_cell_after_detail_routing_um": 8.000,
  "worst_path_most_repeated_cell": "sky130_fd_sc_hd__buf_6",
  "via_count_of_the_first_global_routing_pass": 295,
  "achievable-frequency_mhz": 671.1,
  "max_cap_viol_count": 0,
  "chip_area_um2": 6400,
  "regArea_um2": 0,
  "aoi_share": 0.2384,
  "final_total_pwr_mw": 0.09473,
  "drt-vias-per-instance": 2.848,
  "remaining_drc_errors": 0,
  "worst_hold_path_type": "in -> out",
  "crit_path_max_fanout": 4,
  "vias_after_detailed_routing": 282,
  "number_of_slew_limit_violations_in_the_final_report": 0,
  "detailedRoute.firstIterationViolations": 0,
  "final_count_of_negative_setup_slack_endpoints": 0,
  "number_of_different_library_cells_in_the_post_synthesis_netlist": 14,
  "max_slew_margin": 0.8779,
  "postSynthCellCount": 30,
  "syn-mean-instance-area_um2": 7.174,
  "die_w_um": 80,
  "setup_repair_after_global_routing_missed_its_margin": "true",
  "fin_crit_ns": 1.490,
  "powerDensity_nw_per_um2": 185.6,
  "place_hpwl_um": 597.6,
  "worst_setup_path_start_kind": "input port",
  "ir_worst_vdd_uv": 37.22,
  "fillCellCount": 389,
  "gr-total-overflow": 0,
  "yosys_area_um2": 215.2,
  "ys_cells": 30,
  "critical-path-slowest-cell": "sky130_fd_sc_hd__ha_4",
  "ff_count": 0,
  "vertical_die_dimension_um": 80,
  "max_stage_delay_ns": 0.15,
  "antenna_found_initial": 0,
  "1st_pass_router_iterations": 1,
  "yosys-mux-area-fraction": 0.09302
}
path summary, 6_finish.rpt:
| kind | from | endpoint | slack [ns] | cells after the start |
|---|---|---|---|---|
| worst max-delay path | number[0] | display[3] | 0.01 | 8 |
| worst min-delay path | number[3] | display[2] | 0.99 | 4 |
stage by stage:
stage / utilization / area, um^2 / cells / hold WS [ns]
after global placement: 0.1308 / 446.7 / 95 / 1.669
after global routing: 0.1495 / 510.5 / 99 / 1.012
after CTS: 0.1388 / 474.2 / 98 / 1.109
after floorplan: - / 215.2 / 30 / 0.6553
final: 0.1495 / 510.5 / 99 / 0.9894
after detailed placement: 0.1308 / 446.7 / 95 / 1.673
where the power goes:
group | internal [mW] | total [mW] | leakage [nW] | switching (mW)
Sequential | 0 | 0 | 0 | 0
Combinational | 0.0508 | 0.0947 | 0.229 | 0.0439
Clock | 0 | 0 | 0 | 0
Total | 0.0508 | 0.0947 | 0.229 | 0.0439
cells by family after synthesis:
family,count (synthesis)
AND/OR/NAND/NOR,9
multiplexers,2
buffers and inverters,5
adder cells (fa/ha/maj),5
AND-OR/OR-AND,9
worst max-delay path: cells and delay by family:
kind	cells	cell delay (ns)
buf+inv	4	0.46
compound gates	2	0.17
simple gates	1	0.12
fa+ha+maj	1	0.15
cell usage in the layout, fill, tap and decap left out, drive strengths merged:
cell,n
a21oi,5
buf,18
clkbuf,1
clkdlybuf4s15,3
dlygate4sd2,2
ha,5
inv,4
mux2i,2
nand2,1
nor2,4
nor2b,2
nor3,1
nor3b,1
o211ai,1
o21ai,3
synthesized netlist by cell type (all sizes together):
library cell  count  area share
nor3b             1       0.035
o21ai             3       0.087
nor3              1       0.076
a21oi             5        0.12
buf               1       0.052
mux2i             2       0.093
ha                5        0.29
o211ai            1       0.035
nor2              4       0.070
nor2b             2       0.058
nand2             1       0.017
inv               4       0.070
layer usage:
layer / GRT usage / share of wire / up-vias
li1: - / - / 147
met1: 0.02972 / 0.45 / 127
met2: 0.03933 / 0.46 / 8
met3: 0.005682 / 0.093 / 0
met4: 0 / 0 / 0
met5: 0 / 0 / -
final cells by class:
class / count / area (um^2) / area share
Tap cell: 46 / 57.56 / 0.1127
Timing Repair Buffer: 24 / 188.9 / 0.3701
Inverter: 4 / 15.01 / 0.02941
Multi-Input combinational cell: 25 / 249.0 / 0.4877
repair_timing:
item                       4_1_cts  5_1_grt
setup endpoints to repair        7        7
cloned                           0        0
hold buffers                     0        0
pin swaps                        7        3
setup buffers                    3        1
resized                         50       11
Power and IR drop assume default switching activity.
